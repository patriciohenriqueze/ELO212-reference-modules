File: /design/flow/design.v
`timescale 1ns / 1ps
module pb_debouncer
#(
	parameter COUNTER_WIDTH = 16
)(
	input clk,
	input rst,
	input pb,
	output reg pb_state,
	output reg pb_negedge,
	output reg pb_posedge
);
	localparam PB_IDLE   = 3'b000;
	localparam PB_COUNT  = 3'b001;
	localparam PB_PE     = 3'b010;
	localparam PB_STABLE = 3'b011;
	localparam PB_NE     = 3'b100;
	localparam COUNTER_MSB = COUNTER_WIDTH - 1;
	reg [2:0] button_state, button_state_next = PB_IDLE;
	reg [COUNTER_MSB:0] pb_cnt, pb_cnt_next;
	reg [1:0] pb_sync_sr;  
	wire pb_sync = pb_sync_sr[0];
	wire pb_cnt_max = &pb_cnt;
	always @(posedge clk)
		pb_sync_sr <= {pb, pb_sync_sr[1]};
	always @(*) begin
		button_state_next = button_state;
		case (button_state)
		PB_IDLE:
			if (pb_sync == 1'b1)
				button_state_next = PB_COUNT;
		PB_COUNT:
			if (pb_sync == 1'b0)
				button_state_next = PB_IDLE;
			else if (pb_cnt_max == 1'b1)
				button_state_next = PB_PE;
		PB_PE:
			button_state_next = PB_STABLE;
		PB_STABLE:
			if (pb_sync == 1'b0)
				button_state_next = PB_NE;
		PB_NE:
			button_state_next = PB_IDLE;
		default:
			button_state_next = PB_IDLE;
		endcase
	end
	always @(*) begin
		pb_state = 1'b0;
		pb_negedge = 1'b0;
		pb_posedge = 1'b0;
		pb_cnt_next = 'd0;
		case (button_state)
		PB_STABLE:
			pb_state = 1'b1;
		PB_COUNT:
			pb_cnt_next = pb_cnt + 'd1;
		PB_PE: begin
			pb_state = 1'b1;
			pb_posedge = 1'b1;
		end
		PB_NE:
			pb_negedge = 1'b1;
		endcase
	end
	always @(posedge clk)
		if (rst)
			button_state <= PB_IDLE;
		else
			button_state <= button_state_next;
	always @(posedge clk)
		if (rst)
			pb_cnt <= 'd0;
		else
			pb_cnt <= pb_cnt_next;
endmodule
File: /design/flow/run.sh
#!/bin/bash
# OpenROAD 26Q1-2900-gdf79404cd8, Yosys 0.63+post, stock flow scripts
make -C /OpenROAD-flow-scripts/flow DESIGN_CONFIG=/design/flow/config.mk WORK_HOME=/design/flow/orfs finish
File: /design/flow/config.mk
export PLATFORM = sky130hd
export DESIGN_NAME = pb_debouncer
export DESIGN_NICKNAME = pb_debouncer
export VERILOG_FILES = /design/flow/design.v
export SDC_FILE = /design/flow/constraint.sdc
export NUM_CORES = 4
export LEC_CHECK = 1
export CORE_AREA = 10 10 86 86
export DIE_AREA = 0 0 96 96
File: /design/flow/constraint.sdc
current_design pb_debouncer

set clk_period 2.9
set clk_io_pct 0.2

create_clock -name clk0 -period $clk_period [get_ports {clk}]

set non_clock_inputs [all_inputs -no_clocks]
set_input_delay [expr $clk_period * $clk_io_pct] -clock clk0 $non_clock_inputs
set_output_delay [expr $clk_period * $clk_io_pct] -clock clk0 [all_outputs]
==> flow_summary.yaml <==
# yosys + openroad results
clocking:
  post_cts_resize_count: 0
  clock_tree.buffer_depth: 2
  post-cts-setup-buffer-count: 0
  cts-buffers-inserted: 3
  worstSkewPairLatency_ns: 0.26
  clk_pin_slew_worst_paths_ns: 0.08
  cts_hold_repair.buffers: 0
  cts_tree: "built"
  cts_root_buf: "clkbuf_8"
  clock-sinks: 23
  cts_max_level: 1
route:
  postRouteAntennaNets: 0
  dr.first_iter.drc_count: 23
  routed-via-count: 727
  post_drt_wl_per_cell_um: 8.70
  wirelength_mm: 1.60
  drc: 0
  drt-vias-per-instance: 3.95
  detailedRoute.firstPassIterationCount: 4
  n_antenna_cell: 0
global_routing:
  pin_count_of_the_biggest_net_entering_global_routing: 14
  initial_antenna_violation_count: 0
  first_pass_grt_wire_length_mm: 2.97
  grt_overflow: 0
  gr-usage-all-layers_pct: 3.78
  grt_pass1_vias: 666
final_timing:
  hold_viol_final: 0
  rsz0062_at_grt: "false"
  finalSetupViolCount: 0
  fin_tns_setup_ns: 0
  timing_worst_slew_pin_value_ns: 0.779
  finalCriticalPeriod_ns: 1.85
  slew-limit-headroom_pct: 48.0
  clock-skew-final_ns: 0.00208
  maximum_operating_frequency_ghz: 0.541
  fin_ws_ns: 1.05
  finalHoldWorstSlack_ns: 0.332
  final_min_period_over_clock_period_pct: 63.7
  final_max_slew_viol_count: 0
place:
  dp_hpwl_mm: 1.15
  place_congestion: 0.784
  port_bufs: 5
  dp.cells: 180
  dp_worst_setup_slack_ns: 0.869
  postPlaceCellArea_um2: 1100
worst_setup_path:
  crit_start: "button_state[4]"
  setup.worst_path.end_class: "output pin"
  worst-setup-path-type: "reg2out"
  path_max_fanout: 3
  cpPeakStageDelay_ns: 0.40
  timing.critical_path.required_ns: 2.32
  timing.critical_path.arrival_ns: 1.27
  timing.rr.start: "pb_cnt[0]"
  cp_cell_sequence: "or2_2 -> clkdlybuf4s50_1"
  cp_top_family: "buffers and inverters"
  critical-path-slowest-cell: "clkdlybuf4s50_1"
  worst_setup_path_start_kind: "flop"
  cp_num_buf_inv: 1
job:
  max_cap_violations: 0
  warnings: 25
floorplan:
  placementRows: 27
  width_of_the_die_um: 96
  core_region_area_um2: 5540
  top_level_pins: 6
  die_height_um: 96
  floorplan.core_util_pct: 17.6
  total_die_area_um2: 9220
logic_synthesis:
  synthesis.instances: 106
  synth-area-yosys_um2: 976
  postSynth.asyncResetShare_pct: 0
  synth-warning-count: 1
  ys_seq_share_pct: 47.2
  synth-edff-count: 0
  netlist-cell-type-count: 28
  synth_flops: 23
  synthesis.area_um2: 976
  synth.yosys.num_cells: 106
  avgSynthCellArea_um2: 9.21
  synth-main-ff-cell: "dfxtp_1"
power:
  leakagePower_nw: 0.356
  vdd.ir_drop.worst_mv: 0.290
  powerDensity_nw_per_um2: 461
finish:
  flow.area_growth_from_synthesis_pct: 17.8
  final.fill_count: 613
  final_cell_area_um2: 1150
  final_layout_size_suffix_gt1_share_pct: 7.14
  fin_cells: 184
min_path:
  worst_hold_startpoint: "pb_sync_sr[1]"
  hp-class: "reg2reg"
run_status:
  run_status: "complete, no violations"
registers in the layout (all words and copies together), names as in the netlist:
register	count
pb_sync_sr	2
pb_cnt	16
button_state	5
layer usage:
| metal | part of all wire [%] | vias to the layer above | track usage, % |
|---|---|---|---|
| li1 | - | 390 | - |
| met1 | 52 | 329 | 5.32 |
| met2 | 44 | 4 | 5.77 |
| met3 | 2.1 | 4 | 0.786 |
| met4 | 1.5 | 0 | 0.983 |
| met5 | 0 | - | 0 |
through the flow:
stage | power, mW | util (%)
2_1_floorplan | 0.339 | -
3_3_place_gp | 0.345 | 19.9
3_5_place_dp | 0.345 | 19.9
4_1_cts | 0.538 | 20.8
5_1_grt | 0.551 | 20.8
6_report | 0.531 | 20.8
worst register-to-register path, cell delays in order (launching register included):
cell and delay (ns):
dfxtp_1 0.44, ha_1 0.29, nand4_4 0.18, or4_1 0.43, a21oi_1 0.15
cell families after synthesis:
group | after synthesis | share of synthesized area, %
AND/OR/NAND/NOR | 54 | 33.2
flip-flops | 23 | 47.2
AND-OR/OR-AND | 15 | 8.46
buffers and inverters | 5 | 2.05
multiplexers | 5 | 5.13
XOR/XNOR | 3 | 2.69
adder cells (fa/ha/maj) | 1 | 1.28
cell usage in the layout (no fill, tap or decap):
| master | count |
|---|---|
| and3_1 | 2 |
| ha_1 | 1 |
| or2_2 | 1 |
| nand4_1 | 3 |
| nand3_1 | 6 |
| xor2_1 | 2 |
| o31ai_1 | 3 |
| and2_1 | 2 |
| inv_1 | 2 |
| nor4_1 | 5 |
| or3_1 | 2 |
| or4_1 | 3 |
| nand3_2 | 1 |
| o21ai_0 | 5 |
| nand4_4 | 2 |
| mux2i_1 | 5 |
| xnor2_1 | 1 |
| nor2_1 | 7 |
| nand2_1 | 11 |
| nor3b_1 | 1 |
| nor3_1 | 1 |
| clkinv_2 | 1 |
| dfxtp_1 | 23 |
| a21oi_1 | 7 |
| nor2b_1 | 1 |
| nand2b_1 | 5 |
| nand3b_1 | 1 |
| clkdlybuf4s50_1 | 5 |
| clkbuf_8 | 3 |
final timing paths:
| kind | to | slack, ns | cells past startpoint |
|---|---|---|---|
| max | pb_state | 1.05 | 2 |
| min | pb_sync_sr[0] | 0.33 | 0 |
| max reg2reg | pb_cnt[10] | 1.34 | 4 |
| min reg2reg | pb_sync_sr[0] | 0.33 | 0 |
area by class of cell:
cell class / instances / area [µm²] / area share (%)
Clock buffer: 3 / 41.3 / 3.59
Clock inverter: 1 / 5.00 / 0.435
Inverter: 2 / 7.51 / 0.653
Multi-Input combinational cell: 78 / 495 / 43.1
Sequential cell: 23 / 460 / 40.0
Tap cell: 72 / 90.1 / 7.83
Timing Repair Buffer: 5 / 50.0 / 4.35
power breakdown:
group / internal [mW] / switching (mW) / total (mW)
clock network: 0.0956 / 0.0977 / 0.193
registers: 0.320 / 0.00377 / 0.324
logic: 0.00588 / 0.00758 / 0.0135
cells in the mapped netlist, drive strengths merged (5+ instances only):
cell,instances,area (µm²)
dfxtp,23,460
nand2,11,41.3
a21oi,7,35.0
nand3,7,40.0
nor2,7,26.3
mux2i,5,50.1
nand2b,5,31.3
nand4,5,61.3
nor4,5,31.3
o21ai,5,25.0
Power and IR drop assume default switching activity.
